==> /design/flow/design.v <==
`timescale 1ns/10ps
module CS(Y, X, reset, clk);
input clk, reset; 
input [7:0] X;
output [9:0] Y;
wire [7:0] X1, X2, X3, X4, X5, X6, X7, X8, X9;
wire [11:0] Sum_nxt, X1_9, X2_9, X3_9, X4_9, X5_9, X6_9, X7_9, X8_9, X9_9;
wire [11:0] After_Compare_to_Sum_X1_9, After_Compare_to_Sum_X2_9, After_Compare_to_Sum_X3_9, After_Compare_to_Sum_X4_9;
wire [11:0] After_Compare_to_Sum_X5_9, After_Compare_to_Sum_X6_9, After_Compare_to_Sum_X7_9, After_Compare_to_Sum_X8_9, After_Compare_to_Sum_X9_9;
wire [11:0] Compare_Reuslt_1, Compare_Reuslt_2, Compare_Reuslt_3, Compare_Reuslt_4, Compare_Reuslt_5, Compare_Reuslt_6, Compare_Reuslt_7;
wire [11:0] X_Appr_9;
wire Y_valid;
reg [11:0] Sum;
reg [7:0] X1_reg, X2_reg, X3_reg, X4_reg, X5_reg, X6_reg, X7_reg, X8_reg, X9_reg;
assign X1 = X1_reg;
assign X2 = X2_reg;
assign X3 = X3_reg;
assign X4 = X4_reg;
assign X5 = X5_reg;
assign X6 = X6_reg;
assign X7 = X7_reg;
assign X8 = X8_reg;
assign X9 = X9_reg;
assign Sum_nxt = Sum - X9 + X;
assign X1_9 = (X1<<3) + X1;
assign X2_9 = (X2<<3) + X2;
assign X3_9 = (X3<<3) + X3;
assign X4_9 = (X4<<3) + X4;
assign X5_9 = (X5<<3) + X5;
assign X6_9 = (X6<<3) + X6;
assign X7_9 = (X7<<3) + X7;
assign X8_9 = (X8<<3) + X8;
assign X9_9 = (X9<<3) + X9;
assign After_Compare_to_Sum_X1_9 = (Sum >= X1_9) ? X1_9 : 12'd0;
assign After_Compare_to_Sum_X2_9 = (Sum >= X2_9) ? X2_9 : 12'd0;
assign After_Compare_to_Sum_X3_9 = (Sum >= X3_9) ? X3_9 : 12'd0;
assign After_Compare_to_Sum_X4_9 = (Sum >= X4_9) ? X4_9 : 12'd0;
assign After_Compare_to_Sum_X5_9 = (Sum >= X5_9) ? X5_9 : 12'd0;
assign After_Compare_to_Sum_X6_9 = (Sum >= X6_9) ? X6_9 : 12'd0;
assign After_Compare_to_Sum_X7_9 = (Sum >= X7_9) ? X7_9 : 12'd0;
assign After_Compare_to_Sum_X8_9 = (Sum >= X8_9) ? X8_9 : 12'd0;
assign After_Compare_to_Sum_X9_9 = (Sum >= X9_9) ? X9_9 : 12'd0;
assign Compare_Reuslt_1 = (After_Compare_to_Sum_X1_9 >= After_Compare_to_Sum_X2_9) ? After_Compare_to_Sum_X1_9 : After_Compare_to_Sum_X2_9;
assign Compare_Reuslt_2 = (After_Compare_to_Sum_X3_9 >= After_Compare_to_Sum_X4_9) ? After_Compare_to_Sum_X3_9 : After_Compare_to_Sum_X4_9;
assign Compare_Reuslt_3 = (After_Compare_to_Sum_X5_9 >= After_Compare_to_Sum_X6_9) ? After_Compare_to_Sum_X5_9 : After_Compare_to_Sum_X6_9;
assign Compare_Reuslt_4 = (After_Compare_to_Sum_X7_9 >= After_Compare_to_Sum_X8_9) ? After_Compare_to_Sum_X7_9 : After_Compare_to_Sum_X8_9;
assign Compare_Reuslt_5 = (Compare_Reuslt_1 >= Compare_Reuslt_2) ? Compare_Reuslt_1 : Compare_Reuslt_2;
assign Compare_Reuslt_6 = (Compare_Reuslt_3 >= Compare_Reuslt_4) ? Compare_Reuslt_3 : Compare_Reuslt_4;
assign Compare_Reuslt_7 = (Compare_Reuslt_5 >= Compare_Reuslt_6) ? Compare_Reuslt_5 : Compare_Reuslt_6;
assign X_Appr_9 = (Compare_Reuslt_7 >= After_Compare_to_Sum_X9_9) ? Compare_Reuslt_7 : After_Compare_to_Sum_X9_9;
assign Y = (X_Appr_9 + Sum) >> 3;
always @(posedge clk) begin
    if (reset) begin
        Sum <= 0;
        X1_reg <= 0;
        X2_reg <= 0;
        X3_reg <= 0;
        X4_reg <= 0;
        X5_reg <= 0;
        X6_reg <= 0;
        X7_reg <= 0;
        X8_reg <= 0;
        X9_reg <= 0;
    end
    else begin
        Sum <= Sum_nxt;
        X1_reg <= X;
        X2_reg <= X1_reg;
        X3_reg <= X2_reg;
        X4_reg <= X3_reg;
        X5_reg <= X4_reg;
        X6_reg <= X5_reg;
        X7_reg <= X6_reg;
        X8_reg <= X7_reg;
        X9_reg <= X8_reg;
    end
end
endmodule
==> /design/flow/run.sh <==
#!/bin/bash
# OpenROAD 26Q1-2900-gdf79404cd8, Yosys 0.63+post, stock flow scripts
make -C /OpenROAD-flow-scripts/flow DESIGN_CONFIG=/design/flow/config.mk WORK_HOME=/design/flow/orfs finish
==> /design/flow/config.mk <==
export PLATFORM = sky130hd
export DESIGN_NAME = CS
export DESIGN_NICKNAME = CS
export VERILOG_FILES = /design/flow/design.v
export SDC_FILE = /design/flow/constraint.sdc
export NUM_CORES = 4
export LEC_CHECK = 1
export CORE_UTILIZATION = 40
==> /design/flow/constraint.sdc <==
current_design CS

set clk_period 31.4
set clk_io_pct 0.2

create_clock -name clk0 -period $clk_period [get_ports {clk}]

set non_clock_inputs [all_inputs -no_clocks]
set_input_delay [expr $clk_period * $clk_io_pct] -clock clk0 $non_clock_inputs
set_output_delay [expr $clk_period * $clk_io_pct] -clock clk0 [all_outputs]
==> metrics.cfg <==
[status]
status = finished clean

[synthesis]
yosysTopAreaCellShare_pct = 27.9
synth_warnings = 1
postSynthSeqShare_pct = 14.2
synth-seq-cells = 84
topCellsByArea = ha_1, dfxtp_1, nor2_1, inv_1, a21oi_1
syn_inst = 1507
syn_avg_cell_area_sq_um = 7.88
edf_count = 0
flop_cell = dfxtp_1
yosys-stat-cells = 1507
ys_types = 86
ys_async_sr_fraction_pct = 0
ys_area_sq_um = 11900
syn_area_sq_um = 11900
yosysTopAreaCell = ha_1

[drt]
drtAntennaViolNets = 0
drc = 0
drtPass1Iterations = 4
routedLengthMet1_microns = 16500
wl_met3_microns = 1550
drt-total-wl_microns = 33200
wire_per_inst_microns = 17.4
top_layer_used = met4
num_antenna_cells = 0
vias_per_cell = 5.47
num_vias = 10403
drtIter0Drc = 544
dr_wl_met2_microns = 14300

[final_layout]
fin_cells = 1903
final_area_sq_um = 12800
largest_reg_flops = 12
final-comb-area_sq_um = 9420
drive_gt1_share_pct = 5.66
flop_area_sq_um = 1680
largest_register = Sum
final_util_pct = 44.3
synthToLayoutAreaGrowth_pct = 7.90
fillers = 2852

[hold_path]
min_path_type = flip-flop to flip-flop
hold_depth = 1

[timing]
finalClockPeriodUsage_pct = 65.5
clock.fmax_mhz = 48.6
worst_pin_slew_ns = 0.787
slew_headroom_pct = 46.9
finalMaxSlewViolations = 0
rsz0062_at_grt = false
fin_tns_setup_ns = 0
hold_viol = 0
fin_skew_ns = 0.00673
period_minus_slack_ns = 20.57
finalSetupViolCount = 0
fin_ws_ns = 10.83

[clock_network]
postCtsSetupBuffers = 0
clock.latency.late_pin_ns = 0.36
cts_buffers = 9
cts_root_buf = clkbuf_16
worst_setup_hold_path_clk_slew_ns = 0.07
cts_tree = done
cts.sinks = 84
ctsResizeCount = 0
cts-htree-levels = 3
clock_path_buffers = 2
cts-hold-fix-buffers = 0

[global_routing]
grt_usage_pct = 22.7
grt_pass1_wl_microns = 53000
grt_pass1_vias = 9897
antenna_found_initial = 0
grt_max_degree = 45
grt.overflow.total = 0

[setup_path]
crit_end = Y[8]
worstPathRequired_ns = 25.12
arrival_ns = 14.29
r2r-end = Sum[11]
slowest_stage = a41o_1
worstSetupPathType = flip-flop to primary output
critPathMaxFanout = 23
cp-start-kind = flip-flop
ff2ff_path_depth = 16
rrSetupSlack_ns = 27.82
cpMostUsedCell = ha_1
slowest_delay_ns = 0.68
crit_path_end_kind = primary output
timing.rr.start = Sum[1]
crit_start = X1_reg[0]

[floorplanning]
io_pins = 20
die_w_microns = 174
die.size.y_microns = 174
chipArea_sq_um = 30400
fp-utilization_pct = 41.0
core_sq_um = 28900
placementRows = 62

[place]
dp.cells = 1887
dpl_worst_slack_ns = 11.35
place_hpwl_microns = 25900
portBuffers = 18
place_congestion = 0.947
place_area_sq_um = 12500

[flow_run]
warnings = 26
max-cap-violations = 0

## cells in the final DEF (no fill, tap or decap), drive strengths merged, types with 6 or more instances in the layout
master	instances
ha	265
nor2	166
inv	156
nand2	93
a21oi	92
dfxtp	84
o21ai	70
nor2b	62
a21o	37
xnor2	34
nand2b	33
nand3	31
xor2	29
nor3	27
buf	23
a211oi	21
fa	17
clkdlybuf4s50	17
a31oi	16
o21a	16
o31ai	15
o211ai	14
and2	13
nand4	12
clkbuf	12
mux2i	11
o2111ai	9
or3	9
mux2	9
or2	9
a21boi	8
nor4	8
a211o	6
o21bai	6
## area by class of cell
type | count | area share [%]
Timing Repair Buffer | 40 | 2.66
Clock inverter | 4 | 0.430
Sequential cell | 84 | 13.1
Inverter | 154 | 4.51
Multi-Input combinational cell | 1225 | 73.5
Clock buffer | 12 | 2.00
Tap cell | 384 | 3.75
## cells in the mapped netlist (all sizes together) (9+ instances only)
cell and instances:
a211oi 21, a21o 37, a21oi 92, a31oi 16
and2 13, buf 15, clkbuf 29, dfxtp 84
fa 17, ha 265, inv 154, mux2 9
mux2i 11, nand2 93, nand2b 33, nand3 31
nand4 12, nor2 166, nor2b 62, nor3 27
o2111ai 9, o211ai 14, o21a 16, o21ai 70
o31ai 15, or2 9, or3 9, xnor2 34
xor2 29
## worst min-delay path by stage
stage            to  slack [ns]  startpoint
4_1_cts   X4_reg[3]        0.51   X3_reg[3]
5_1_grt   X5_reg[3]        0.53   X4_reg[3]
6_report  X4_reg[3]        0.51   X3_reg[3]
## kinds of logic (layout without fill, tap and decap cells)
group | after synthesis | after routing | synth area share (%)
compound gates | 365 | 365 | 21.4
xor+xnor | 63 | 63 | 4.65
fa+ha+maj | 282 | 282 | 30.8
buf+inv | 198 | 210 | 6.50
flops | 84 | 84 | 14.2
mux | 20 | 20 | 1.78
other cells | 1 | 1 | 0.0316
simple gates | 494 | 494 | 20.7
## layer usage
metal  up-vias  track usage, %
met5         -               0
met4         0            4.97
met3        45            2.79
met2       215            35.2
met1      4763            34.0
li1       5380               -
## through the flow
stage,hold WS [ns]
floorplan,0.454
finish,0.506
global route,0.527
global placement,0.501
detailed placement,0.503
CTS,0.513
## critical path, delay by kind of cell, from the launching register on
kind                       cells  cell delay (ns)
AOI/OAI and AO/OA             31             7.33
adders and majority gates      8             2.42
and+or+nand+nor               10             1.95
buffers and inverters          5             1.35
xor gates and xnor gates       2             0.47
DFF                            1             0.41
